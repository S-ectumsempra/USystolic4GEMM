[design.v]
module PE_inner(
    input                                                                           clk,
    input                                                                           resetn,
    input           [4-2:0]                                   b_weight_abs,
    input                                                                           b_weight_sign,
    output  logic   [4-2:0]                                   b_weight_abs_reg,
    output  logic                                                                   b_weight_sign_reg,
    input                                                                           u_input_abs,
    input                                                                           u_input_sign,
    output  logic                                                                   u_input_abs_reg,
    output  logic                                                                   u_input_sign_reg,
    input           [3-1:0]                               b_w_rand_num_passby,
    output  logic   [3-1:0]                               b_w_rand_num_reg,
    input           [3-1:0]                               b_i_rand_num_passby,
    output  logic   [3-1:0]                               b_i_rand_num_reg,
    input           [8-1:0]                                   b_output_passby,
    output  logic   [8-1:0]                                   b_output_reg,
    input                                                                           weight_reg_en, weight_reg_r0w1,
    input                                                                           input_reg_en, input_reg_r0w1,
    input                                                                           rand_num_reg_en, rand_num_reg_r0w1,
    input                                                                           output_num_reg_en, output_num_reg_r0w1,
    input           [2-1:0]                                           M_end,
    output  logic   [2-1:0]                                           M_end_reg
);
    logic                                                                           bit_mult_sign, u_weight_abs, bit_mult;
    logic           [8-1:0]                                   next_b_output_reg;
    always begin
        bit_mult_sign = u_input_abs_reg ^ b_weight_sign_reg;
        u_weight_abs = (b_weight_abs_reg > b_w_rand_num_reg)? 1'b1 : 1'b0;
        bit_mult =  u_input_abs_reg & u_weight_abs;
        next_b_output_reg = b_output_reg;
        if (M_end == 2'b01) begin
            if(bit_mult == 1 & bit_mult_sign == 0)begin
                next_b_output_reg = b_output_reg + 'd1;
            end else if(bit_mult == 1 & bit_mult_sign == 1)begin
                next_b_output_reg = b_output_reg - 'd1;
            end
        end else if(M_end == 2'b10) begin
            next_b_output_reg  = b_output_reg + b_output_passby;
        end
    end
    always @(posedge clk or negedge resetn) begin
        if(resetn == 0)begin
            {b_weight_sign_reg,b_weight_abs_reg}    <=  '0;
            {u_input_sign_reg,u_input_abs_reg}      <=  '0;
            {b_w_rand_num_reg,b_i_rand_num_reg}     <=  '0;
            b_output_reg                            <=  '0;
            M_end_reg                               <=  '0;
        end else begin
            if(weight_reg_en & weight_reg_r0w1)begin
                {b_weight_sign_reg,b_weight_abs_reg}    <=  {b_weight_sign,b_weight_abs};
            end
            if(input_reg_en & input_reg_r0w1)begin
                {u_input_sign_reg,u_input_abs_reg}      <=  {u_input_sign,u_input_abs};
            end
            if(rand_num_reg_en & rand_num_reg_r0w1)begin
                {b_w_rand_num_reg,b_i_rand_num_reg}     <=  {b_w_rand_num_passby,b_i_rand_num_passby};
            end
            if(output_num_reg_en & output_num_reg_r0w1)begin
                b_output_reg                            <=  next_b_output_reg;
            end
            M_end_reg                                   <=  M_end;
        end
    end
endmodule
[run.sh]
#!/bin/bash
# OpenROAD 26Q1-2900-gdf79404cd8, Yosys 0.63+post, stock flow scripts
make -C /OpenROAD-flow-scripts/flow DESIGN_CONFIG=/design/flow/config.mk WORK_HOME=/design/flow/orfs finish
[config.mk]
export PLATFORM = sky130hd
export DESIGN_NAME = PE_inner
export DESIGN_NICKNAME = PE_inner
export VERILOG_FILES = /design/flow/design.v
export SDC_FILE = /design/flow/constraint.sdc
export NUM_CORES = 4
export LEC_CHECK = 1
export CORE_AREA = 10 10 102 102
export DIE_AREA = 0 0 112 112
[constraint.sdc]
current_design PE_inner

set clk_period 5.1
set clk_io_pct 0.2

create_clock -name clk0 -period $clk_period [get_ports {clk}]

set non_clock_inputs [all_inputs -no_clocks]
set_input_delay [expr $clk_period * $clk_io_pct] -clock clk0 $non_clock_inputs
set_output_delay [expr $clk_period * $clk_io_pct] -clock clk0 [all_outputs]
==> flow_results.xml <==
<?xml version="1.0" encoding="UTF-8"?>
<metrics>
  <group name="layout">
    <metric name="fin_cells" unit="">281</metric>
    <metric name="area_delta_synth_final" unit="%">57.5</metric>
    <metric name="drive_above_1_share" unit="">0.125</metric>
    <metric name="finish.instance_area" unit="µm²">2010</metric>
    <metric name="utilization" unit="">0.244</metric>
    <metric name="flip_flop_count_of_the_largest_register_after_layout" unit="">8</metric>
  </group>
  <group name="yosys">
    <metric name="synth_cell_type_count" unit="">33</metric>
    <metric name="synth.cell_area" unit="µm²">1270</metric>
    <metric name="synth-edff-count" unit="">0</metric>
    <metric name="proportion_of_netlist_area_held_by_the_largest_area_contributor" unit="">0.432</metric>
    <metric name="postSynthAreaPerCell" unit="µm²">10.6</metric>
    <metric name="netlist_instances" unit="">120</metric>
    <metric name="yosysMostFrequentCell" unit="">dfrtp_1</metric>
    <metric name="async_reset_ff_frac" unit="">1.00</metric>
    <metric name="synth.yosys.seq_area_share" unit="">0.432</metric>
    <metric name="top_area_cell" unit="">dfrtp_1</metric>
    <metric name="most_frequently_used_flop_master_after_synthesis" unit="">dfrtp_1</metric>
    <metric name="yosys_area" unit="µm²">1270</metric>
    <metric name="ys.warnings.count" unit="">1</metric>
    <metric name="synth.top_cells.by_count" unit="">22 x dfrtp_1, 15 x nand2_1, 14 x inv_1</metric>
    <metric name="yosys_register_bits" unit="">22</metric>
    <metric name="area_leaders" unit="">dfrtp_1 43%, ha_1 11%, mux2_2 11%</metric>
    <metric name="synth_stat.cells" unit="">120</metric>
  </group>
  <group name="global_routing">
    <metric name="gr-usage-met1" unit="">0.0727</metric>
    <metric name="grt_max_degree" unit="">23</metric>
    <metric name="grt.total_usage" unit="">0.0553</metric>
    <metric name="busiest_layer" unit="">met2</metric>
    <metric name="globalRouteMet3Util" unit="">0.0250</metric>
    <metric name="number_of_global_route_vias_before_repair" unit="">1056</metric>
    <metric name="grt_first_pass_wirelength" unit="µm">5680</metric>
    <metric name="grt_use_met2" unit="">0.0862</metric>
    <metric name="grt.overflow.total" unit="">0</metric>
    <metric name="grt_antenna_before_repair" unit="">0</metric>
  </group>
  <group name="final_timing">
    <metric name="rsz0062_at_grt" unit="">false</metric>
    <metric name="final_hold_viol_count" unit="">0</metric>
    <metric name="setup_ws" unit="ns">1.71</metric>
    <metric name="finalCriticalPeriod" unit="ns">3.39</metric>
    <metric name="final.setup_skew" unit="ns">0.00847</metric>
    <metric name="setup_violations_final" unit="">0</metric>
    <metric name="final.hold.worst_slack" unit="ns">0.484</metric>
    <metric name="timing.slew.headroom" unit="">0.640</metric>
    <metric name="max_fclk" unit="MHz">295</metric>
    <metric name="tcrit_tclk_final" unit="">0.665</metric>
    <metric name="slew_violations" unit="">0</metric>
    <metric name="worst_pin_slew" unit="ns">0.537</metric>
    <metric name="setup_tns" unit="ns">0</metric>
  </group>
  <group name="critical_path">
    <metric name="critical-path-max-stage-delay" unit="ns">0.50</metric>
    <metric name="start_kind" unit="">input pin</metric>
    <metric name="worst_r2r_path_depth" unit="">12</metric>
    <metric name="cp-end-kind" unit="">register</metric>
    <metric name="regToRegStartpoint" unit="">b_weight_abs_reg[2]$_DFFE_PN0P_</metric>
    <metric name="worstPathArrival" unit="ns">3.55</metric>
    <metric name="critical_path.cell_chain" unit="">clkdlybuf4s50_1 -&gt; inv_1 -&gt; ha_1 -&gt; nand2_1 -&gt; o21a_1 -&gt; inv_2 -&gt; ha_1 -&gt; a211oi_2 -&gt; o21ai_2 -&gt; o31ai_4 -&gt; xor2_1 -&gt; nand2_1 -&gt; xnor2_1</metric>
    <metric name="setup.reg_to_reg.worst_slack" unit="ns">2.15</metric>
    <metric name="critPathRequiredTime" unit="ns">5.26</metric>
    <metric name="timing.critical_path.slowest_stage_cell" unit="">clkdlybuf4s50_1</metric>
    <metric name="worst-setup-path-type" unit="">in2reg</metric>
    <metric name="worst_r2r_endpoint" unit="">b_output_reg[6]$_DFFE_PN0P_</metric>
    <metric name="critical_path_peak_fanout" unit="">10</metric>
  </group>
  <group name="cts">
    <metric name="clock_tree_from_tritoncts" unit="">done</metric>
    <metric name="clock_path_buffers" unit="">2</metric>
    <metric name="post_cts.resized_instances" unit="">0</metric>
    <metric name="htreeDepth" unit="">1</metric>
    <metric name="cts-hold-fix-buffers" unit="">0</metric>
    <metric name="worst_skew_pair.late_latency" unit="ns">0.27</metric>
    <metric name="postCtsSetupRepairBufs" unit="">0</metric>
    <metric name="ctsRootBufferMaster" unit="">clkbuf_8</metric>
    <metric name="clock_buffers_created_by_tritoncts" unit="">3</metric>
    <metric name="clkTransAtPathRegs" unit="ns">0.09</metric>
    <metric name="clock_sink_count" unit="">22</metric>
  </group>
  <group name="worst_hold_path">
    <metric name="hold_end" unit="">b_output_reg[7]$_DFFE_PN0P_</metric>
    <metric name="timing.hold.worst_path_depth" unit="">1</metric>
    <metric name="timing.hold.worst.class" unit="">reg2reg</metric>
    <metric name="hold_start" unit="">b_output_reg[7]$_DFFE_PN0P_</metric>
  </group>
  <group name="routing">
    <metric name="dr.pass1.iters" unit="">4</metric>
    <metric name="detail_route.antenna_diodes" unit="">0</metric>
    <metric name="detail_route.iter0.violations" unit="">19</metric>
    <metric name="routedWlPerCell" unit="µm">12.9</metric>
    <metric name="via_per_inst" unit="">3.66</metric>
    <metric name="antenna_left" unit="">0</metric>
    <metric name="drc_errors" unit="">0</metric>
    <metric name="postRouteWirelength" unit="µm">3630</metric>
    <metric name="via_count" unit="">1028</metric>
  </group>
  <group name="die">
    <metric name="initial_core_util" unit="">0.155</metric>
    <metric name="dieArea" unit="µm²">12500</metric>
    <metric name="placeableCoreArea" unit="µm²">8220</metric>
    <metric name="floorplan.die.height" unit="µm">112</metric>
    <metric name="fp.dieW" unit="µm">112</metric>
    <metric name="rows" unit="">33</metric>
    <metric name="ports" unit="">54</metric>
  </group>
  <group name="power">
    <metric name="pwr-share-seq" unit="">0.328</metric>
    <metric name="cellPowerDensity" unit="nW/µm²">393</metric>
    <metric name="worst_ir_drop_vdd" unit="V">0.000133</metric>
    <metric name="power.share.combinational" unit="">0.460</metric>
    <metric name="finalPower" unit="µW">788</metric>
    <metric name="clock_power_share" unit="">0.212</metric>
    <metric name="power_switching_share" unit="">0.312</metric>
    <metric name="net-switching-power" unit="µW">245</metric>
    <metric name="p_leak" unit="nW">0.858</metric>
    <metric name="int_pwr" unit="µW">542</metric>
  </group>
  <group name="placed_design">
    <metric name="placed_cells" unit="">277</metric>
    <metric name="post_dp_cell_area" unit="µm²">1930</metric>
    <metric name="routabilityCongestion" unit="">0.875</metric>
    <metric name="port_buffers" unit="">53</metric>
    <metric name="dp_worst_setup_slack" unit="ns">1.40</metric>
    <metric name="place_hpwl" unit="µm">2980</metric>
  </group>
  <group name="flow_run">
    <metric name="timing.max_cap.violations" unit="">0</metric>
    <metric name="log.warning_count" unit="">25</metric>
  </group>
  <group name="status">
    <metric name="status" unit="">complete, no violations</metric>
  </group>
</metrics>
==> final cells by class <==
class / count / area (µm²)
sequential: 22 / 551
multi-input combinational: 81 / 658
timing repair buffer: 54 / 538
fill: 876 / 6210
inverter: 15 / 56.3
clock inverter: 1 / 30.0
tap: 105 / 131
clock buffer: 3 / 41.3
==> critical path: cells and delay by family <==
family	cells	cell delay [ns]
compound gates	4	0.79
buf+inv	3	0.59
fa+ha+maj	2	0.58
xor+xnor	2	0.29
simple gates	2	0.28
==> logic make-up after synthesis <==
group           Yosys count  share of synthesized area
compound gates           27                      0.148
xor+xnor                  5                     0.0344
fa+ha+maj                12                      0.124
buf+inv                  17                     0.0511
flops                    22                      0.432
mux                      13                      0.114
simple gates             24                     0.0963
==> routing by layer <==
metal / part of all wire / wire length [µm]
met1: 0.44 / 1590
met2: 0.46 / 1680
met3: 0.094 / 342
met4: 0.0055 / 20
met5: 0 / 0
==> placed cells by master, fill, tap and decap left out <==
cell | netlist | layout
o21ai_1 | 6 | 6
nand2_1 | 15 | 15
a21oi_1 | 2 | 2
o31ai_1 | 2 | 2
a21o_1 | 2 | 2
nand3_1 | 1 | 1
o211ai_1 | 2 | 2
ha_1 | 11 | 11
nand2b_1 | 1 | 1
fa_1 | 1 | 1
inv_1 | 14 | 14
bufinv_16 | 0 | 1
buf_4 | 0 | 1
a21boi_1 | 1 | 1
clkbuf_8 | 0 | 3
xnor2_1 | 2 | 2
and3b_1 | 1 | 1
and4b_1 | 1 | 1
o31ai_4 | 1 | 1
a21boi_0 | 1 | 1
o21ai_0 | 6 | 6
xor2_1 | 3 | 3
o21ai_2 | 1 | 1
clkdlybuf4s50_1 | 0 | 53
mux2i_1 | 1 | 1
nor3b_1 | 2 | 2
nand4b_1 | 1 | 1
o21a_1 | 1 | 1
inv_2 | 1 | 1
o2111ai_1 | 1 | 1
mux2_2 | 12 | 12
a211oi_2 | 1 | 1
or2_2 | 1 | 1
dfrtp_1 | 22 | 22
nor2b_1 | 1 | 1
==> worst max-delay path by stage <==
stage | slack (ns) | cells after the start | from | endpoint
finish | 1.71 | 13 | M_end[1] | b_output_reg[7]$_DFFE_PN0P_
global route | 1.42 | 11 | M_end[0] | b_output_reg[6]$_DFFE_PN0P_
CTS | 1.68 | 13 | M_end[1] | b_output_reg[7]$_DFFE_PN0P_
==> power by group through the flow <==
stage         sequential, mW  combinational (mW)  clock [mW]
CTS                    0.259               0.371       0.175
global route           0.265               0.407       0.178
finish                 0.258               0.363       0.167
Power and IR drop assume default switching activity.
