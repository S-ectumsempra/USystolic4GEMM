**./config.mk**
```make
export PLATFORM = sky130hd
export DESIGN_NAME = PE_edge
export DESIGN_NICKNAME = PE_edge
export VERILOG_FILES = /design/flow/design.v
export SDC_FILE = /design/flow/constraint.sdc
export NUM_CORES = 4
export LEC_CHECK = 1
export CORE_AREA = 10 10 94 94
export DIE_AREA = 0 0 104 104
```
**./constraint.sdc**
```tcl
current_design PE_edge

set clk_period 5.6
set clk_io_pct 0.2

create_clock -name clk0 -period $clk_period [get_ports {clk}]

set non_clock_inputs [all_inputs -no_clocks]
set_input_delay [expr $clk_period * $clk_io_pct] -clock clk0 $non_clock_inputs
set_output_delay [expr $clk_period * $clk_io_pct] -clock clk0 [all_outputs]
```
**./design.v**
```verilog
module PE_edge(
    input                                                                           clk,
    input                                                                           resetn,
    input           [4-2:0]                                   b_weight_abs,
    input                                                                           b_weight_sign,
    output  logic   [4-2:0]                                   b_weight_abs_reg,
    output  logic                                                                   b_weight_sign_reg,
    input           [4-2:0]                                    b_input_abs,
    input                                                                           b_input_sign,
    output  logic                                                                   u_input_abs,
    output  logic                                                                   u_input_sign,
    input           [3-1:0]                               b_w_rand_num_passby,
    output  logic   [3-1:0]                               b_w_rand_num_reg,
    input           [3-1:0]                               b_i_rand_num_passby,
    output  logic   [3-1:0]                               b_i_rand_num_reg,
    input           [8-1:0]                                   b_output_passby,
    output  logic   [8-1:0]                                   b_output_reg,
    input                                                                           weight_reg_en, weight_reg_r0w1,
    input                                                                           input_reg_en, input_reg_r0w1,
    input                                                                           rand_num_reg_en, rand_num_reg_r0w1,
    input                                                                           output_num_reg_en, output_num_reg_r0w1,
    input           [2-1:0]                                           M_end,
    output  logic   [2-1:0]                                           M_end_reg
);
    logic                                                                           bit_mult_sign, u_weight_abs, bit_mult;
    logic           [8-1:0]                                   next_b_output_reg;
    logic           [4-2:0]                                    b_input_abs_reg;
    logic                                                                           b_input_sign_reg;
    always begin
        u_weight_abs = (b_weight_abs_reg > b_w_rand_num_reg)? 1'b1 : 1'b0;
        u_input_abs = (b_input_abs_reg > b_i_rand_num_reg)? 1'b1 : 1'b0;
        u_input_sign = b_input_sign;
        bit_mult_sign = u_input_sign ^ b_weight_sign_reg;
        bit_mult =  u_input_abs & u_weight_abs;
        next_b_output_reg = b_output_reg;
        if (M_end == 2'b01) begin
            if(bit_mult == 1 & bit_mult_sign == 0)begin
                next_b_output_reg = b_output_reg + 'd1;
            end else if(bit_mult == 1 & bit_mult_sign == 1)begin
                next_b_output_reg = b_output_reg - 'd1;
            end
        end else if(M_end == 2'b10) begin
            next_b_output_reg  = b_output_reg + b_output_passby;
        end
    end
    always @(posedge clk or negedge resetn) begin
        if(resetn == 0)begin
            {b_weight_sign_reg,b_weight_abs_reg}    <=  '0;
            {b_input_sign_reg,b_input_abs_reg}      <=  '0;
            {b_w_rand_num_reg,b_i_rand_num_reg}     <=  '0;
            b_output_reg                            <=  '0;
            M_end_reg                               <=  '0;
        end else begin
            if(weight_reg_en & weight_reg_r0w1)begin
                {b_weight_sign_reg,b_weight_abs_reg}    <=  {b_weight_sign,b_weight_abs};
            end
            if(input_reg_en & input_reg_r0w1)begin
                {b_input_sign_reg,b_input_abs_reg}      <=  {u_input_sign,u_input_abs};
            end
            if(rand_num_reg_en & rand_num_reg_r0w1)begin
                {b_w_rand_num_reg,b_i_rand_num_reg}     <=  {b_w_rand_num_passby,b_i_rand_num_passby};
            end
            if(output_num_reg_en & output_num_reg_r0w1)begin
                b_output_reg                            <=  next_b_output_reg;
            end
            M_end_reg                                   <=  M_end;
        end
    end
endmodule
```
**./run.sh**
```bash
#!/bin/bash
# OpenROAD 26Q1-2900-gdf79404cd8, Yosys 0.63+post, stock flow scripts
make -C /OpenROAD-flow-scripts/flow DESIGN_CONFIG=/design/flow/config.mk WORK_HOME=/design/flow/orfs finish
```
==> summary.txt <==
flow finished, numbers: pwr dens 356 nW/µm², initial antenna violation count 0, # diodes 0, Final ANT Viol Nets 0, status finished, final reports clean, GR Util met2 0.0901, design area 2060 µm², max-slew violation count 0, fin crit period 3.50 ns, number of OpenROAD warnings 28, cell area after synthesis 1360 µm², Hold Path Class flop to flop, IO buf count ~52, Rel. slew slack 0.472, largest net degree at the start of global routing 23, critical path class input port to flop, Yosys Instances 141, core area 6830 µm², met1 Track Usage GR 0.102, Pleak 0.911 nW, RSZ-0062 raised after global routing no, # clock sinks 22, YS chip area about 1400 µm², via/cell ratio 3.87, die area about 11000 µm², Syn. warnings 1, clock buffer depth 2, Avg Synthesized Cell Area 9.62 µm², via count about 1100, Late-Pin Clk Latency between 0.2 and 0.3 ns, fill count 735, critical path peak fanout 12, f_max 286 MHz, crit start category input port, Final Wtd Congestion 0.802, top cells by count 22 x dfrtp_1, 18 x inv_1, 17 x nand2_1, 14 x mux2_2, 13 x ha_1, postcts setup bufs 0, routed len/inst 12.5 µm, biggest area cells dfrtp_1 41%, ha_1 12%, mux2_2 12%, Synth async-reset ratio 1.00, Fin Setup TNS 0 ns, Remaining DRCs 0, final setup violating endpoints 0, TritonCTS clock tree yes, Synth Flop Type dfrtp_1, post_cts resized 0, Hold Buf Count CTS 0, Area after DPL 1990 µm², CTS clk-pin slew, worst paths around 0.080 ns, P&R area growth vs syn 51.9%, H-tree depth 1, Distinct lib cells used 28, DR pass1 iterations 4, row count 30, Detail Placement HPWL 2.99 mm, Hold Vio Cnt, Final 0, Seq share, synth 0.406, max reg flops 8, number of global-route vias before repair 1122, Die W 104 µm, layout cells sized above 1 0.108, crit path capture type flop, ys flops 22, GR peak layer met1, I/O pin cnt ~56, Peak supply drop 173 µV, Synth Instances roughly 140, final critical-path share of the clock period 0.624, Worst Clk Skew 0.00265 ns, Max Cap Viol 0, gr usage total 0.0667, Init Core Util 0.199, Hold WS 0.489 ns, CP Data Arrival Time 3.67 ns, gr ovfl total 0, slack of the worst reg-to-reg path 2.60 ns, top-area cell type share of the netlist area 0.406, total CTS buffers 3, Slew @ Worst Pin a little under 0.8 ns, met3 usage 0.0257, Post-synth EDFFs 0, cell taking the most area after synthesis dfrtp_1, most frequent cell after synthesis dfrtp_1, first-pass GRT wire length 5.93 mm, final wirelength 3.64 mm, chip height 104 µm, number of DRC markers in iteration 0 26, Clk Tree Root Cell clkbuf_8, Worst Path Required 5.77 ns
-- cells by family (layout without fill, tap and decap cells) --
kind of cell,after synthesis,after routing,share of synthesized area
AND/OR/NAND/NOR,34,34,0.112
AND-OR/OR-AND,32,32,0.145
flip-flops,22,22,0.406
buffers and inverters,21,75,0.0609
adder cells (fa/ha/maj),14,14,0.135
multiplexers,14,14,0.116
XOR/XNOR,4,4,0.0258
-- per-stage QoR --
step | setup WS [ns] | total power (W) | instances | utilization
floorplan | 2.47 | 0.000432 | 141 | -
global route | 1.86 | 0.000801 | 291 | 0.302
CTS | 2.08 | 0.000748 | 291 | 0.302
finish | 2.10 | 0.000734 | 291 | 0.302
detailed placement | 1.82 | 0.000589 | 287 | 0.291
global placement | 1.81 | 0.000587 | 287 | 0.291
-- report_power, final --
group | internal [W] | switching, W
Sequential | 0.000201 | 0.0000367
Clock | 0.0000955 | 0.0000548
Combinational | 0.000201 | 0.000145
Total | 0.000497 | 0.000236
-- routing by layer --
layer	part of all wire	vias up
li1	-	589
met5	0	-
met3	0.081	0
met1	0.54	490
met4	0	0
met2	0.38	47
-- cells in the final DEF, fill, tap and decap left out, drive strengths merged --
master / n
ha: 13
nand3b: 1
or4: 1
a21o: 2
clkbuf: 3
inv: 18
dfrtp: 22
a211oi: 1
a31oi: 2
bufinv: 1
and2b: 1
nor2: 7
o21ai: 14
fa: 1
a21boi: 1
a21oi: 6
o31ai: 2
clkdlybuf4s50: 52
nand2: 17
or2: 1
nand3: 3
a32oi: 1
buf: 1
xnor2: 1
o21a: 3
mux2: 14
nor3: 1
xor2: 3
nor2b: 2
-- critical path: stages --
cell	delay [ns]
clkdlybuf4s50_1	0.47
inv_1	0.04
ha_1	0.32
or2_2	0.35
ha_1	0.19
inv_1	0.07
fa_1	0.19
nor2b_1	0.06
o21ai_1	0.16
a21boi_1	0.11
o21a_1	0.18
o21a_1	0.16
o31ai_1	0.22
-- final cells by class --
class / instances / area, µm² / area share
multi-input combinational: 98 / 723 / 0.351
sequential: 22 / 551 / 0.267
timing repair buffer: 53 / 528 / 0.256
tap: 96 / 120 / 0.0583
inverter: 18 / 67.6 / 0.0328
clock buffer: 3 / 41.3 / 0.0200
clock inverter: 1 / 30.0 / 0.0146
-- final timing paths --
check                      cells after the start                  end           startpoint
hold reg to reg                                2   b_input_abs_reg[0]   b_input_abs_reg[0]
setup / recovery                              13      b_output_reg[6]             M_end[1]
min in group asynchronous                      2      b_output_reg[6]               resetn
hold / removal                                 2   b_input_abs_reg[0]   b_input_abs_reg[0]
setup reg to reg                              14      b_output_reg[6]  b_weight_abs_reg[1]
max in group asynchronous                      2  b_weight_abs_reg[0]               resetn
Power is estimated from default activity; no workload was simulated.
